[design/flow/config.mk]
export PLATFORM = sky130hd
export DESIGN_NAME = outlayer_neuron
export DESIGN_NICKNAME = outlayer_neuron
export VERILOG_FILES = /design/flow/design.v
export SDC_FILE = /design/flow/constraint.sdc
export NUM_CORES = 4
export LEC_CHECK = 1
export CORE_UTILIZATION = 30
[design/flow/constraint.sdc]
current_design outlayer_neuron

set clk_period 27.0
set clk_io_pct 0.2

create_clock -name clk0 -period $clk_period

set non_clock_inputs [all_inputs -no_clocks]
set_input_delay [expr $clk_period * $clk_io_pct] -clock clk0 $non_clock_inputs
set_output_delay [expr $clk_period * $clk_io_pct] -clock clk0 [all_outputs]
[design/flow/design.v]
`timescale 1ns / 1ps
module adder8bit(
    input [7:0] in0,in1,in2,in3,in4,in5,in6,in7,bias,
    output reg[7:0]out_val
    );
    wire signed[11:0]sum1;
    wire signed [11:0] w0 = {{4{in0[7]}}, in0};
    wire signed [11:0] w1 = {{4{in1[7]}}, in1};
    wire signed [11:0] w2 = {{4{in2[7]}}, in2};
    wire signed [11:0] w3 = {{4{in3[7]}}, in3};
    wire signed [11:0] w4 = {{4{in4[7]}}, in4};
    wire signed [11:0] w5 = {{4{in5[7]}}, in5};
    wire signed [11:0] w6 = {{4{in6[7]}}, in6};
    wire signed [11:0] w7 = {{4{in7[7]}}, in7};
    wire signed [11:0] w8= {{4{bias[7]}},bias};
    assign sum1=w0+w1+w2+w3+w4+w5+w6+w7+w8;
    always@(*)begin
    if(sum1>12'sd127)
        out_val=8'd127;
    else if(sum1<-12'sd128)
        out_val=-8'sd128;
    else
        out_val=sum1[7:0];
    end
endmodule
`timescale 1ns / 1ps
module multiplier8bit(
    input [7:0] a,b,
    output [7:0] pro
    );
    wire signed [11:0]a_ext,b_ext;
    wire signed [23:0]pro_ext;
    wire signed [15:0]q68;
    wire signed [11:0]q34;
    assign a_ext = {{4{a[7]}}, a}; 
    assign b_ext = {{4{b[7]}}, b};
    assign pro_ext = a_ext * b_ext;
    assign q68 = pro_ext[19:4];
    assign q34=q68>>>4;
    assign pro=(34>127)?8'b01111111:(q34<-128)?8'b10000000:pro_ext[11:4];
endmodule
`timescale 1ns / 1ps
module outlayer_neuron(
    input [7:0] x1,x2,x3,x4,x5,x6,x7,x8,w1,w2,w3,w4,w5,w6,w7,w8,bias,
    output [7:0] out_val
    );
    wire signed [7:0]p1,p2,p3,p4,p5,p6,p7,p8,h1;
    multiplier8bit m1(x1,w1,p1);
    multiplier8bit m2(x2,w2,p2);
    multiplier8bit m3(x3,w3,p3);
    multiplier8bit m4(x4,w4,p4);
    multiplier8bit m5(x5,w5,p5);
    multiplier8bit m6(x6,w6,p6);
    multiplier8bit m7(x7,w7,p7);
    multiplier8bit m8(x8,w8,p8);
    adder8bit a1(p1,p2,p3,p4,p5,p6,p7,p8,bias,h1);
    assign out_val=h1;
endmodule
[design/flow/run.sh]
#!/bin/bash
# OpenROAD 26Q1-2900-gdf79404cd8, Yosys 0.63+post, stock flow scripts
make -C /OpenROAD-flow-scripts/flow DESIGN_CONFIG=/design/flow/config.mk WORK_HOME=/design/flow/orfs finish
==> out/summary.txt <==
run status: complete, no violations
initial DRC count: 265
CP top delay family: adder cells
final wirelength: 33.2 mm
Design Area, Final: 0.0187 mm^2
critical path launch point type: primary input
area leader, netlist: fa_1
Seq cells: 0
first-pass GRT wire length: 59.6 mm
tool warnings: 32
Area after DPL: 0.0187 mm^2
setup TNS: 0 ns
chip area: 0.0559 mm^2
pin count of the biggest net entering global routing: 11
slowest stage delay, CP: 0.60 ns
DIE HEIGHT: 236 um
Post-Syn Instances: 1,849
CP max FO: 9
fin cells: 2,666
Critical Path RT: 21.60 ns
Arrival @ worst endpoint: 14.45 ns
crit-path most repeated cell: fa_1
Via Count: 11,568
Synth Area per Inst: 8.91 um^2
I/O Buffers: 144
cts-stage hold buffer count: 0
RSZ-0062 raised after global routing: no
Fillers: 5,487
Diodes inserted: 0
worst-margin pin slew: 0.504 ns
clkbuf count: 0
Remaining DRCs: 0
combinational gate area: 0.0147 mm^2
fin crit share: 0.735
Pre-antenna DRT Iters: 4
number of post-CTS setup repair buffers: 0
sequential cell area: 0 um^2
WL/cell: 12.5 um
post-CTS resize count: 0
Total GRT Usage: 0.134
final hold vios: 0
Synth area leaders: fa_1 (41%), ha_1 (15%), and2_1 (10%), inv_1 (10%), xnor2_1 (7.1%)
CP endpoint kind: primary output
instance count on the critical path: 29
RePlAce Congestion: 0.868
vias in the first global route: 12,268
yosys stat cell total: 1,849
Synth Cell Area: 0.0165 mm^2
Max Slew Vio Count: 0
DP Cell Count: 2,666
Final Core Density: 0.346
post-layout min period: 19.85 ns
I/O pins: 144
core area: 0.0540 mm^2
die width: 236 um
Slowest cell on crit path: fa_1
yosys warns: 1
antenna violations before repair: 1
synthesis area per yosys: 0.0165 mm^2
row count: 85
distinct lib cells: 51
CP Buf/Inv Count: 8
Slew headroom: 0.664
area grow syn2layout: 13.5%
HP Class: in2out
Routed Antenna Nets: 0
hpwl dp: 30.2 mm
layout cells sized above 1: 0.00711
GRT overflow: 0
Fmax achieved: 50.4 MHz
register share after synthesis: 0
Area leader share: 0.413
Crit Path Category: in2out
Max Cap Viol: 0
count of final setup violators: 0
Hold Path Stages: 9
Vias/cell: 4.34
fp util: 0.305
cells in the final DEF (no fill, tap or decap), types with 2 or more instances in the layout:
cell type / count
a211oi_1: 5
o21ai_1: 7
nor4_1: 5
nor2_1: 48
a22o_1: 2
o21ai_0: 10
o41ai_1: 8
nor2b_1: 40
inv_1: 439
xor2_1: 30
o21a_1: 10
a31oi_2: 2
ha_1: 204
a21oi_1: 32
nand2b_1: 15
nand2_1: 128
or3_1: 2
clkdlybuf4s50_1: 144
a21o_1: 29
a221oi_1: 3
and3_1: 17
nor3_1: 15
xnor2_1: 134
o21bai_1: 3
and2_1: 270
fa_1: 340
nand3_1: 4
nand4_1: 3
Yosys cell counts, types with 17 or more instances:
library cell	instances
clkbuf_1	21
fa_1	340
nor2_1	48
and2_1	270
xnor2_1	134
nor2b_1	40
a21o_1	29
a21oi_1	32
xor2_1	30
inv_1	439
nand2_1	128
and3_1	17
ha_1	204
final timing paths:
| check | from | end |
|---|---|---|
| min | bias[0] | out_val[0] |
| max | w7[2] | out_val[0] |
layout make-up:
| cell class | count | share of cell area |
|---|---|---|
| timing repair buffer | 144 | 0.0771 |
| multi-input combinational | 1387 | 0.788 |
| inverter | 439 | 0.0881 |
| tap | 696 | 0.0466 |
metal layers:
layer / GRT usage / routed length (um)
met1: 0.200 / 15300
met2: 0.222 / 16400
met3: 0.0234 / 1400
met4: 0.00394 / 124
met5: 0 / 12
cell families after synthesis:
| family | Yosys count | synth area share |
|---|---|---|
| buf+inv | 462 | 0.106 |
| xor+xnor | 164 | 0.0872 |
| fa+ha+maj | 544 | 0.568 |
| mux | 3 | 0.00266 |
| compound gates | 121 | 0.0525 |
| simple gates | 555 | 0.184 |
metrics by stage:
step	setup slack [ns]	hold WS (ns)
after floorplan	8.82	11.61
after global placement	7.16	12.91
after detailed placement	7.11	12.90
after CTS	7.08	12.90
after global routing	6.59	12.92
final	7.15	12.83
