==> /design/flow/design.v <==
`timescale 1ns / 1ps
module seven_segment_controller(
    input clk,
    input [3:0] digit3, digit2, digit1, digit0,
    output reg [6:0] seg,
    output reg [3:0] an
    );
     reg [1:0] sel = 0;
    reg [3:0] current_digit;
    reg [15:0] clkdiv = 0;
    always @(posedge clk)
        clkdiv <= clkdiv + 1;
    always @(posedge clkdiv[15]) begin
        sel <= sel + 1;
        case (sel)
            2'd0: begin current_digit = digit0; an = 4'b1110; end
            2'd1: begin current_digit = digit1; an = 4'b1101; end
            2'd2: begin current_digit = digit2; an = 4'b1011; end
            2'd3: begin current_digit = digit3; an = 4'b0111; end
        endcase
        case (current_digit)
            4'd0: seg = 7'b1000000;
            4'd1: seg = 7'b1111001;
            4'd2: seg = 7'b0100100;
            4'd3: seg = 7'b0110000;
            4'd4: seg = 7'b0011001;
            4'd5: seg = 7'b0010010;
            4'd6: seg = 7'b0000010;
            4'd7: seg = 7'b1111000;
            4'd8: seg = 7'b0000000;
            4'd9: seg = 7'b0010000;
            default: seg = 7'b1111111;
        endcase
    end
endmodule
`timescale 1ns / 1ps
module binary_to_bcd(
    input [11:0] binary,
    output reg [3:0] thousands,
    output reg [3:0] hundreds,
    output reg [3:0] tens,
    output reg [3:0] ones
    );
    integer i;
    reg [27:0] shift;
    always @(*) begin
        shift = 0;
        shift[11:0] = binary;
        for (i = 0; i < 12; i = i + 1) begin
            if (shift[15:12] >= 5) shift[15:12] = shift[15:12] + 3;
            if (shift[19:16] >= 5) shift[19:16] = shift[19:16] + 3;
            if (shift[23:20] >= 5) shift[23:20] = shift[23:20] + 3;
            shift = shift << 1;
        end
        thousands = shift[23:20];
        hundreds = shift[19:16];
        tens     = shift[15:12];
        ones     = shift[11:8];
    end
endmodule
`timescale 1ns / 1ps
module seven_segment_display(
    input clk,
    input [11:0] out_con,         
    output [6:0] seg,             
    output [3:0] an               
    );
    wire [3:0] bcd3, bcd2, bcd1, bcd0;
    binary_to_bcd bcd_converter (
        .binary(out_con),
        .thousands(bcd3),
        .hundreds(bcd2),
        .tens(bcd1),
        .ones(bcd0)
    );
    seven_segment_controller display (
        .clk(clk),
        .digit3(bcd3),
        .digit2(bcd2),
        .digit1(bcd1),
        .digit0(bcd0),
        .seg(seg),
        .an(an)
    );
endmodule
==> /design/flow/run.sh <==
#!/bin/bash
# OpenROAD 26Q1-2900-gdf79404cd8, Yosys 0.63+post, stock flow scripts
make -C /OpenROAD-flow-scripts/flow DESIGN_CONFIG=/design/flow/config.mk WORK_HOME=/design/flow/orfs finish
==> /design/flow/config.mk <==
export PLATFORM = sky130hd
export DESIGN_NAME = seven_segment_display
export DESIGN_NICKNAME = seven_segment_display
export VERILOG_FILES = /design/flow/design.v
export SDC_FILE = /design/flow/constraint.sdc
export NUM_CORES = 4
export LEC_CHECK = 1
export CORE_UTILIZATION = 40
==> /design/flow/constraint.sdc <==
current_design seven_segment_display

set clk_period 3.2
set clk_io_pct 0.2

create_clock -name clk0 -period $clk_period [get_ports {clk}]

set non_clock_inputs [all_inputs -no_clocks]
set_input_delay [expr $clk_period * $clk_io_pct] -clock clk0 $non_clock_inputs
set_output_delay [expr $clk_period * $clk_io_pct] -clock clk0 [all_outputs]
==> insert_results.sql <==
-- load yosys + openroad results
INSERT INTO impl_metrics (metric_group, metric, value, unit) VALUES
('final_timing', 'fin_worst_hold_slack', '0.4349', 'ns'),
('cts', 'post_cts_resized', '0', ''),
('drt', 'highest_signal_layer', 'met4', ''),
('run', 'tool_warning_count', '38', ''),
('pwr', 'p_int', '2.295', 'mW'),
('final_timing', 'finalClockPeriodUsage', '52.16', '%'),
('setup_path', 'crit_fanout', '4', ''),
('global_routing', 'antenna_found_initial', '0', ''),
('cts', 'clock_buffers_created_by_tritoncts', '3', ''),
('drt', 'vias_per_cell', '5.985', ''),
('min_path', 'hold_class', 'register to register', ''),
('placed_design', 'finalWeightedCongestion', '0.8459', ''),
('floorplanning', 'placeableCoreArea', '0.009864', 'mm2'),
('drt', 'num_vias', '4106', ''),
('global_routing', 'gr-usage-all-layers', '17.74', '%'),
('synth', 'synth_area_per_cell', '7.482', 'um2'),
('synth', 'top_cell_area_share', '14.11', '%'),
('global_routing', 'wire_length_of_the_first_global_routing_pass', '15710', 'um'),
('synth', 'async_reset_ff_share', '0', '%'),
('final_timing', 'totalNegativeSetupSlack', '0', 'ns'),
('floorplanning', 'chipWidth', '103.4', 'um'),
('setup_path', 'start_kind', 'register', ''),
('pwr', 'swShare', '54.29', '%'),
('final_layout', 'drive_above_1_share', '8.680', '%'),
('final_timing', 'number_of_register_pins_that_no_clock_reaches', '13', ''),
('setup_path', 'required', '3.32', 'ns'),
('cts', 'cts.reportedPaths.clkPinSlew', '0.06', 'ns'),
('synth', 'syn_area', '0.004115', 'mm2'),
('global_routing', 'largest_net_degree_at_the_start_of_global_routing', '25', ''),
('cts', 'clockBufferDepth', '2', ''),
('final_layout', 'finalCoreUtilization', '45.33', '%'),
('setup_path', 'arrival', '1.79', 'ns'),
('setup_path', 'worst-setup-path-type', 'register to register', ''),
('synth', 'postSynthSeqShare', '14.11', '%'),
('final_layout', 'layout_top_cells_excl_fill_tap', '40 x sky130_fd_sc_hd__nor2_1, 38 x sky130_fd_sc_hd__nand2_1, 33 x sky130_fd_sc_hd__a21oi_1', ''),
('floorplanning', 'core_util_floorplan', '41.72', '%'),
('final_timing', 'timing.slew.headroom', '44.14', '%'),
('floorplanning', 'die_h', '103.4', 'um'),
('drt', 'drt_pre_antenna_iters', '6', ''),
('pwr', 'total_switching_power', '2.726', 'mW'),
('placed_design', 'pre_cts_slack', '1.583', 'ns'),
('pwr', 'leak_pwr', '1.765', 'nW'),
('synth', 'synthFlopType', 'sky130_fd_sc_hd__dfxtp_1', ''),
('synth', 'yosys.stat.chipArea', '0.004115', 'mm2'),
('synth', 'yosys-stat-cells', '550', ''),
('cts', 'clkLatencyLatePin', '0.24', 'ns'),
('pwr', 'clockPowerShare', '3.4', '%'),
('final_timing', 'worst_slew_pin_slew', '0.8348', 'ns'),
('final_layout', 'mostFrequentLayoutCell', 'sky130_fd_sc_hd__nor2_1', ''),
('drt', 'drt_iter0_markers', '153', ''),
('cts', 'tritoncts', 'yes', ''),
('placed_design', 'numPortBuffers', '23', ''),
('floorplanning', 'die-area', '0.01070', 'mm2'),
('final_timing', 'final_hold_vios', '0', ''),
('drt', 'met2_length', '4013', 'um'),
('outcome', 'outcome', 'finished clean', ''),
('cts', 'htreeDepth', '1', ''),
('synth', 'post_synth_inst_count', '550', ''),
('synth', 'synth.area.top_cells', 'sky130_fd_sc_hd__dfxtp_1 14%, sky130_fd_sc_hd__ha_1 9.4%, sky130_fd_sc_hd__xnor2_1 4.0%, sky130_fd_sc_hd__a21oi_1 4.0%, sky130_fd_sc_hd__nor2_1 3.6%', ''),
('synth', 'yosys_warnings', '2', ''),
('pwr', 'share_comb_of_total_power', '92.1', '%'),
('pwr', 'power.ir.vdd_worst', '0.9655', 'mV'),
('synth', 'postSynthRegisterBits', '29', ''),
('placed_design', 'dp.cells', '682', ''),
('drt', 'drc_errors', '0', ''),
('final_timing', 'finalSetupViolations', '0', ''),
('final_timing', 'untimed_endpoints', '24', ''),
('final_layout', 'num-fill-cells', '976', ''),
('pwr', 'pwr-share-seq', '4.5', '%'),
('final_layout', 'flow.area_growth_from_synthesis', '8.665', '%'),
('final_timing', 'finalClockSkew', '0.001739', 'ns');
[final cells by class]
| class | count | area [um2] | area share (%) |
|---|---|---|---|
| multi-input combinational | 463 | 3308 | 73.98 |
| clock buffer | 4 | 55.05 | 1.231 |
| inverter | 33 | 123.9 | 2.770 |
| tap | 133 | 166.4 | 3.721 |
| sequential | 29 | 580.6 | 12.98 |
| timing repair buffer | 24 | 237.7 | 5.316 |
[cells by family after synthesis]
group / synth area share (%)
flops: 14.11
simple gates: 24.02
fa+ha+maj: 9.425
buf+inv: 5.503
xor+xnor: 5.017
mux: 5.564
compound gates: 36.36
[power by group through the flow]
stage / Sequential (mW) / Combinational (mW) / Clock, mW
after CTS: 0.226 / 4.61 / 0.174
after global routing: 0.226 / 5.23 / 0.180
final: 0.226 / 4.63 / 0.170
[state kept, by name, indices dropped and copies added, names as in the netlist]
signal          cells
display.clkdiv     16
display.sel         2
display.an          4
display.seg         7
[metal layers]
metal	track usage, %	vias to the layer above
met5	0	-
met4	0.7584	0
met3	0.3415	2
met2	27.92	76
met1	28.69	1896
li1	-	2132
[worst max-delay path: stages (launching register included)]
cell	delay (ns)
sky130_fd_sc_hd__dfxtp_1	0.38
sky130_fd_sc_hd__and3_1	0.22
sky130_fd_sc_hd__and2_1	0.18
sky130_fd_sc_hd__and3_1	0.19
sky130_fd_sc_hd__nor2b_1	0.30
sky130_fd_sc_hd__nand3_1	0.15
sky130_fd_sc_hd__xnor2_1	0.14
[cell usage after synthesis, types with 4 or more instances]
| cell | instances |
|---|---|
| sky130_fd_sc_hd__a211oi_1 | 8 |
| sky130_fd_sc_hd__a21o_1 | 9 |
| sky130_fd_sc_hd__a21oi_1 | 33 |
| sky130_fd_sc_hd__a221o_1 | 4 |
| sky130_fd_sc_hd__a221oi_1 | 4 |
| sky130_fd_sc_hd__a31oi_1 | 9 |
| sky130_fd_sc_hd__a32oi_1 | 5 |
| sky130_fd_sc_hd__and2_1 | 7 |
| sky130_fd_sc_hd__and3_1 | 5 |
| sky130_fd_sc_hd__buf_2 | 7 |
| sky130_fd_sc_hd__clkbuf_1 | 16 |
| sky130_fd_sc_hd__dfxtp_1 | 29 |
| sky130_fd_sc_hd__ha_1 | 31 |
| sky130_fd_sc_hd__inv_1 | 30 |
| sky130_fd_sc_hd__mux2_2 | 7 |
| sky130_fd_sc_hd__mux2i_1 | 12 |
| sky130_fd_sc_hd__nand2_1 | 38 |
| sky130_fd_sc_hd__nand2b_1 | 6 |
| sky130_fd_sc_hd__nand3_1 | 25 |
| sky130_fd_sc_hd__nand3b_1 | 5 |
| sky130_fd_sc_hd__nand4_1 | 6 |
| sky130_fd_sc_hd__nor2_1 | 40 |
| sky130_fd_sc_hd__nor2b_1 | 5 |
| sky130_fd_sc_hd__nor3_1 | 25 |
| sky130_fd_sc_hd__nor3b_1 | 4 |
| sky130_fd_sc_hd__nor4_1 | 5 |
| sky130_fd_sc_hd__o2111ai_1 | 5 |
| sky130_fd_sc_hd__o211a_1 | 4 |
| sky130_fd_sc_hd__o211ai_1 | 12 |
| sky130_fd_sc_hd__o21a_1 | 9 |
| sky130_fd_sc_hd__o21ai_0 | 22 |
| sky130_fd_sc_hd__o21ai_2 | 4 |
| sky130_fd_sc_hd__o22ai_1 | 9 |
| sky130_fd_sc_hd__or3_1 | 5 |
| sky130_fd_sc_hd__xnor2_1 | 19 |
[final timing paths]
path	from	end	slack [ns]	depth (start not counted)
setup / recovery	display.clkdiv[2]	display.clkdiv[15]	1.53	6
hold / removal	display.clkdiv[0]	display.clkdiv[0]	0.43	1
setup reg to reg	display.clkdiv[2]	display.clkdiv[15]	1.53	6
hold reg to reg	display.clkdiv[0]	display.clkdiv[0]	0.43	1
[per-stage QoR]
step | cell area [um2] | total power [mW]
final | 4472 | 5.022
after global routing | 4472 | 5.635
after CTS | 4472 | 5.012
after detailed placement | 4417 | 4.812
after global placement | 4417 | 4.761
after floorplan | 4115 | 4.090
Power and IR drop assume default switching activity.
