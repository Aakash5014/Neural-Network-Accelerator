==> design/flow/design.v <==
`timescale 1ns / 1ps
module adder12bit(
    input [7:0] in0,in1,in2,in3,in4,in5,in6,in7,bias,
    output [11:0]out_val
    );
    wire signed[11:0]sum1;
    wire signed [11:0] w0 = {{4{in0[7]}}, in0};
    wire signed [11:0] w1 = {{4{in1[7]}}, in1};
    wire signed [11:0] w2 = {{4{in2[7]}}, in2};
    wire signed [11:0] w3 = {{4{in3[7]}}, in3};
    wire signed [11:0] w4 = {{4{in4[7]}}, in4};
    wire signed [11:0] w5 = {{4{in5[7]}}, in5};
    wire signed [11:0] w6 = {{4{in6[7]}}, in6};
    wire signed [11:0] w7 = {{4{in7[7]}}, in7};
    wire signed [11:0] w8= {{4{bias[7]}},bias};
    assign sum1=w0+w1+w2+w3+w4+w5+w6+w7+w8;
     assign   out_val=sum1;
endmodule
`timescale 1ns / 1ps
module concentrated_neuron(
    input [7:0] x1,x2,x3,x4,x5,x6,x7,x8,w1,w2,w3,w4,w5,w6,w7,w8,bias,
    output [11:0] out_v
    );
    wire signed [7:0]p1,p2,p3,p4,p5,p6,p7,p8;
    multiplier8bit m1(x1,w1,p1);
    multiplier8bit m2(x2,w2,p2);
    multiplier8bit m3(x3,w3,p3);
    multiplier8bit m4(x4,w4,p4);
    multiplier8bit m5(x5,w5,p5);
    multiplier8bit m6(x6,w6,p6);
    multiplier8bit m7(x7,w7,p7);
    multiplier8bit m8(x8,w8,p8);
    adder12bit cv(p1,p2,p3,p4,p5,p6,p7,p8,bias,out_v);
endmodule
`timescale 1ns / 1ps
module multiplier8bit(
    input [7:0] a,b,
    output [7:0] pro
    );
    wire signed [11:0]a_ext,b_ext;
    wire signed [23:0]pro_ext;
    wire signed [15:0]q68;
    wire signed [11:0]q34;
    assign a_ext = {{4{a[7]}}, a}; 
    assign b_ext = {{4{b[7]}}, b};
    assign pro_ext = a_ext * b_ext;
    assign q68 = pro_ext[19:4];
    assign q34=q68>>>4;
    assign pro=(34>127)?8'b01111111:(q34<-128)?8'b10000000:pro_ext[11:4];
endmodule
==> design/flow/run.sh <==
#!/bin/bash
# OpenROAD 26Q1-2900-gdf79404cd8, Yosys 0.63+post, stock flow scripts
make -C /OpenROAD-flow-scripts/flow DESIGN_CONFIG=/design/flow/config.mk WORK_HOME=/design/flow/orfs finish
==> design/flow/config.mk <==
export PLATFORM = sky130hd
export DESIGN_NAME = concentrated_neuron
export DESIGN_NICKNAME = concentrated_neuron
export VERILOG_FILES = /design/flow/design.v
export SDC_FILE = /design/flow/constraint.sdc
export NUM_CORES = 4
export LEC_CHECK = 1
export CORE_UTILIZATION = 30
==> design/flow/constraint.sdc <==
current_design concentrated_neuron

set clk_period 15.6
set clk_io_pct 0.2

create_clock -name clk0 -period $clk_period

set non_clock_inputs [all_inputs -no_clocks]
set_input_delay [expr $clk_period * $clk_io_pct] -clock clk0 $non_clock_inputs
set_output_delay [expr $clk_period * $clk_io_pct] -clock clk0 [all_outputs]
==> impl_metrics.py <==
# Flow results
metrics = {
    "route": {
        "wl_per_cell_microns": 12.2,
        "drc": 0,
        "wl_microns": 32700,
        "first_iter_violations": 220,
        "avgViaCountPerCell": 4.25,
        "detailroute.via_count": 11387,
        "first_pass_iters": 4,
        "ant_nets": 0,
    },
    "final_layout": {
        "fin_util_pct": 35.8,
        "seq_cell_count": 0,
        "final_cell_count_no_fill": 2681,
        "drive_gt1_share_pct": 3.66,
        "syn2layout_area_growth_pct": 16.9,
        "final_area_sq_um": 19000,
        "layout.cells.most_common_list": "inv_1 (490), fa_1 (344), and2_1 (248)",
        "seq_area_sq_um": 0,
        "clockBufferCount": 0,
        "layout_top_cell": "inv_1",
    },
    "final_timing": {
        "fin_crit_sh_pct": 97.6,
        "tns_ns": 0,
        "slew_violations": 0,
        "max_freq_ghz": 0.0657,
        "min_period_ns": 15.23,
        "final-hold-violation-count": 0,
        "setup_viol": 0,
        "worstMarginPinSlew_ns": 0.487,
        "slew_headroom_pct": 67.3,
        "fin_ws_ns": 0.368,
    },
    "logic_synthesis": {
        "ys_seq_share_pct": 0,
        "ys_area_sq_um": 16200,
        "yosysWarnings": 0,
        "ys_cells": 1820,
        "synth_cells": 1820,
        "syn_area_sq_um": 16200,
        "avgSynthCellArea_sq_um": 8.90,
        "area_leaders": "fa_1 (43%), ha_1 (16%), inv_1 (11%)",
        "top_area_cell": "fa_1",
        "yosys.cell_types.count": 32,
        "yosysTopAreaCellShare_pct": 42.6,
    },
    "placement": {
        "placed_cells": 2680,
        "placement.io_buffers": 148,
        "globalplace.congestion": 0.866,
        "placed_area_sq_um": 18800,
        "dp_hpwl_microns": 30000,
        "place_ws_ns": -0.0605,
    },
    "die": {
        "die_h_microns": 234,
        "die_w_microns": 234,
        "num_rows": 84,
        "initCoreUtil_pct": 30.6,
        "io_pins": 148,
        "chip_area_sq_um": 55000,
        "core_sq_um": 53000,
    },
    "critical_path": {
        "crit_slowest_cell": "fa_1",
        "cp-end-kind": "primary output",
        "path_max_fanout": 6,
        "arrival_ns": 12.11,
        "cp.required_ns": 12.48,
        "crit_path_start_kind": "primary input",
        "cp_slowest_stage_delay_ns": 0.55,
        "path_common_cell": "fa_1",
        "path_class": "in2out",
    },
    "clocking": {
        "cts_hold_buffers": 0,
        "post-cts-setup-buffers": 0,
    },
    "global_routing": {
        "grt_first_pass_wirelength_microns": 57300,
        "grt_pass1_vias": 11959,
        "grtUsageTotal_pct": 13.4,
        "grt_max_degree": 10,
        "grt_overflow_total": 0,
        "antenna_found_initial": 2,
    },
    "flow_run": {
        "openroad.warnings": 32,
        "maxCapViolations": 0,
    },
    "min_path": {
        "hp-class": "in2out",
    },
    "status": {
        "status": "finished, final reports clean",
    },
}
-- what timing repair did --
item                                   in CTS  in global routing
setup endpoints to repair                   1                  4
pin swaps                                   2                 20
gates resized                               2                 40
endpoints found under the hold margin       0                  0
-- logic make-up (layout without fill, tap and decap cells) --
logic type	Yosys count	in the layout	synth area share, %
adders and majority gates	550	550	58.4
AOI/OAI and AO/OA	106	106	4.05
and+or+nand+nor	488	488	16.3
buffers and inverters	507	679	11.8
other	0	1	0
xor gates and xnor gates	169	169	9.44
-- worst paths after layout --
path	from	endpoint	depth (start not counted)
worst max-delay path	x2[3]	out_v[11]	35
worst min-delay path	bias[0]	out_v[0]	7
-- synth_stat cells, types with 2 or more instances --
cell,count
inv_1,492
fa_1,345
and2_1,248
ha_1,205
nand2_1,148
xnor2_1,133
a21oi_1,48
nand2b_1,33
xor2_1,32
a21o_1,21
nor2_1,21
o21bai_1,17
and3_1,16
clkbuf_1,14
o21ai_0,14
nor2b_1,11
and2_2,5
a211oi_1,2
xnor3_1,2
-- per-layer routing --
metal	vias to the layer above	wire [microns]	share of wire (%)	global-route usage (%)
li1	5659	-	-	-
met5	-	27	0.082	0
met4	4	76	0.23	0.464
met2	146	15600	48	21.8
met3	8	1480	4.5	2.23
met1	5570	15500	47	20.3
-- worst max-delay path: cells and delay by family --
kind	cells	cell delay, ns
AOI/OAI and AO/OA	7	1.12
xor gates and xnor gates	3	0.83
adders and majority gates	12	5.19
buffers and inverters	11	1.50
and+or+nand+nor	2	0.34
-- cell type report --
cell class | instances | area, sq um
Timing Repair Buffer | 187 | 1810
Inverter | 492 | 1850
Fill cell | 5318 | 34000
Multi-Input combinational cell | 1313 | 14400
Antenna cell | 1 | 2.50
Tap cell | 688 | 861
-- per-stage QoR --
step / hold slack, ns
after floorplan: 6.79
after global placement: 7.84
after detailed placement: 7.83
after CTS: 7.84
after global routing: 7.92
final: 7.81
